===== design/flow/run.sh =====
#!/bin/bash
# OpenROAD 26Q1-2900-gdf79404cd8, Yosys 0.63+post, stock flow scripts
make -C /OpenROAD-flow-scripts/flow DESIGN_CONFIG=/design/flow/config.mk WORK_HOME=/design/flow/orfs finish

===== design/flow/config.mk =====
export PLATFORM = sky130hd
export DESIGN_NAME = alu
export DESIGN_NICKNAME = alu
export VERILOG_FILES = /design/flow/design.v
export SDC_FILE = /design/flow/constraint.sdc
export NUM_CORES = 4
export LEC_CHECK = 1
export CORE_AREA = 10 10 88 88
export DIE_AREA = 0 0 98 98

===== design/flow/constraint.sdc =====
current_design alu

set clk_period 3.4
set clk_io_pct 0.2

create_clock -name clk0 -period $clk_period [get_ports {clk}]

set non_clock_inputs [all_inputs -no_clocks]
set_input_delay [expr $clk_period * $clk_io_pct] -clock clk0 $non_clock_inputs
set_output_delay [expr $clk_period * $clk_io_pct] -clock clk0 [all_outputs]

===== design/flow/design.v =====
module alu(
    input wire [7:0] A,
    input wire [7:0] B,
    input wire [3:0] s,
    input wire clk,
    output reg [7:0] alu_out
);
    wire [7:0] fullout;
    wire [7:0] logicout;
    wire [7:0] shiftout;
    wire [7:0] finalout;
	full_adder g1(A, B,s[3],fullout);
	logic_unit g2(A, B,s[3],s[2],logicout);
	shift_reg g3(A,s[3],s[2],shiftout);
	control_unit g43 (fullout[0],logicout[0],shiftout[0],s[1],s[0],finalout[0]);
	control_unit g45 (fullout[1],logicout[1],shiftout[1],s[1],s[0],finalout[1]);
	control_unit g44 (fullout[2],logicout[2],shiftout[2],s[1],s[0],finalout[2]);
	control_unit g46 (fullout[3],logicout[3],shiftout[3],s[1],s[0],finalout[3]);
	control_unit g42 (fullout[4],logicout[4],shiftout[4],s[1],s[0],finalout[4]);
	control_unit g47 (fullout[5],logicout[5],shiftout[5],s[1],s[0],finalout[5]);
	control_unit g48 (fullout[6],logicout[6],shiftout[6],s[1],s[0],finalout[6]);
	control_unit g49 (fullout[7],logicout[7],shiftout[7],s[1],s[0],finalout[7]);
    always @(posedge clk) begin
            alu_out <= finalout;
    end
endmodule
module control_unit (
input A,
input B,
input C,
input s1,s0,
output  res);
wire x;
mux2x1 g1(B,C,s1,x);
mux2x1 g2(A,x,s0,res);
endmodule
module xorgate(a,b,f);
input  a,b;
output  f;
xor g1(f,a,b);
endmodule
module xorgate3(a,b,c,f);
input  a,b,c;
output  f;
xor g1(f,a,b,c);
endmodule
module orgate(a,b,f);
input  a, b ;
output  f ;
or g1(f,a,b) ;
endmodule
module orgate3(a,b,c,f);
input  a, b, c ;
output  f ;
or g1(f,a,b,c) ;
endmodule
module andgate(a,b,f);
input  a, b;
output  f;
and g1(f,a,b);
endmodule
module andgatem8 (a,b,c,f);
input a,b,c;
output f;
and g1(f,a,b,c);
endmodule
module andgatem4 (a,b,f);
input [7:0] a;
input b;
output [7:0] f;
assign f= a&b;
endmodule
module orgate_cout(a,b,c,f);
input a, b, c;
output f;
assign f = a | b | c;
endmodule 
module notgate(a, f);
input  a;
output  f;
not (f,a);
endmodule
module mux2x1(a, b, s, f);
  input  a, b;
  input s;
  output  f;
  wire  x1;
  wire  x2;
  andgate g1(a, ~s, x1);
  andgate g2(b, s, x2);
  orgate g3(x1, x2, f);
endmodule
module mux4x2(a, b, c, d, s3, s2, f);
  input  a, b, c, d;
  input s3, s2;
  output  f;
  wire  x1, x2, x3, x4, x5, x6;
  andgatem8 g1(a, ~s3, ~s2, x1);
  andgatem8 g2(b, ~s3, s2, x2);
  andgatem8 g3(c, s3, ~s2, x3);
  andgatem8 g4(d, s3, s2, x4);
  orgate g5(x1, x2, x5);
  orgate g6(x3, x4, x6);
  orgate g7(x6, x5, f);
endmodule
module full_adder(
    input [7:0] A,
    input [7:0] B,
    input wire cin,
    output wire[7:0] sum
);
wire cout;
wire [7:0] sum_add;
wire cout_add1;
wire cout_add2;
wire cout_add3;
wire cout_add4;
wire cout_add5;
wire cout_add6;
wire cout_add7;
wire cout_add;
wire [7:0] sum_sub;
wire cout_sub1;
wire cout_sub2;
wire cout_sub3;
wire cout_sub4;
wire cout_sub5;
wire cout_sub6;
wire cout_sub7;
wire cout_sub;
sumadd g1(A[0],B[0],cin,sum_add[0],cout_add1);
sumadd g2(A[1],B[1],cout_add1,sum_add[1],cout_add2);
sumadd g3(A[2],B[2],cout_add2,sum_add[2],cout_add3);
sumadd g4(A[3],B[3],cout_add3,sum_add[3],cout_add4);
sumadd g5(A[4],B[4],cout_add4,sum_add[4],cout_add5);
sumadd g6(A[5],B[5],cout_add5,sum_add[5],cout_add6);
sumadd g7(A[6],B[6],cout_add6,sum_add[6],cout_add7);
sumadd g8(A[7],B[7],cout_add7,sum_add[7],cout_add);
sumsub g21(A[0],B[0],cin,sum_sub[0],cout_sub1);
sumsub g22(A[1],B[1],cout_sub1,sum_sub[1],cout_sub2);
sumsub g23(A[2],B[2],cout_sub2,sum_sub[2],cout_sub3);
sumsub g24(A[3],B[3],cout_sub3,sum_sub[3],cout_sub4);
sumsub g25(A[4],B[4],cout_sub4,sum_sub[4],cout_sub5);
sumsub g26(A[5],B[5],cout_sub5,sum_sub[5],cout_sub6);
sumsub g27(A[6],B[6],cout_sub6,sum_sub[6],cout_sub7);
sumsub g28(A[7],B[7],cout_sub7,sum_sub[7],cout_sub);
mux2x1 g31(sum_add[0],sum_sub[0],cin,sum[0]);
mux2x1 g32(sum_add[1],sum_sub[1],cin,sum[1]);
mux2x1 g33(sum_add[2],sum_sub[2],cin,sum[2]);
mux2x1 g34(sum_add[3],sum_sub[3],cin,sum[3]);
mux2x1 g35(sum_add[4],sum_sub[4],cin,sum[4]);
mux2x1 g36(sum_add[5],sum_sub[5],cin,sum[5]);
mux2x1 g37(sum_add[6],sum_sub[6],cin,sum[6]);
mux2x1 g38(sum_add[7],sum_sub[7],cin,sum[7]);
mux2x1 g39(cout_add,cout_sub,cin,cout);
endmodule
module sumadd (
input A,B,C,
output s,co);
	wire x;
	wire y;
	wire z;
	xorgate3 g1(A,B,C,s);
	andgate g2(C,A,x);
	andgate g3(C,B,y);
	andgate g4(A,B,z);
	orgate3 g5(x,y,z,co);
endmodule
module sumsub (
   input A, B, C,
   output s, co
);
   wire x;
   wire y;
   wire w;
	wire t;
	wire z;
   xor g10(s,A,B,C);  
	xorgate g2 (A,B,x);  
	notgate g3(x,y);  
	andgate g4(y,C,w);  
	notgate g5(A,t);  
	andgate g7(t,B,z);  
	orgate g8(w,z,co);
endmodule
module logic_unit(
  input wire[7:0] A,
  input wire [7:0] B,
  input wire  s3,s2,
  output wire [7:0] logic_out
);
  wire [7:0] Fand;
  wire [7:0] For;
  wire [7:0] Fxor;
  wire [7:0] Fnot;
andgate g1(A[0], B[0], Fand[0]);
andgate g2(A[1], B[1], Fand[1]);
andgate g3(A[2], B[2], Fand[2]);
andgate g4(A[3], B[3], Fand[3]);
andgate g5(A[4], B[4], Fand[4]);
andgate g6(A[5], B[5], Fand[5]);
andgate g7(A[6], B[6], Fand[6]);
andgate g8(A[7], B[7], Fand[7]);
orgate g21(A[0], B[0], For[0]);
orgate g22(A[1], B[1], For[1]);
orgate g23(A[2], B[2], For[2]);
orgate g24(A[3], B[3], For[3]);
orgate g25(A[4], B[4], For[4]);
orgate g26(A[5], B[5], For[5]);
orgate g27(A[6], B[6], For[6]);
orgate g28(A[7], B[7], For[7]);
xorgate g31(A[0], B[0], Fxor[0]);
xorgate g32(A[1], B[1], Fxor[1]);
xorgate g33(A[2], B[2], Fxor[2]);
xorgate g34(A[3], B[3], Fxor[3]);
xorgate g35(A[4], B[4], Fxor[4]);
xorgate g36(A[5], B[5], Fxor[5]);
xorgate g37(A[6], B[6], Fxor[6]);
xorgate g38(A[7], B[7], Fxor[7]);
notgate g41(B[0], Fnot[0]);
notgate g42(B[1], Fnot[1]);
notgate g43(B[2], Fnot[2]);
notgate g44(B[3], Fnot[3]);
notgate g45(B[4], Fnot[4]);
notgate g46(B[5], Fnot[5]);
notgate g47(B[6], Fnot[6]);
notgate g48(B[7], Fnot[7]);
mux4x2 g51(Fand[0], For[0], Fxor[0], Fnot[0], s3, s2, logic_out[0]);
mux4x2 g52(Fand[1], For[1], Fxor[1], Fnot[1], s3, s2, logic_out[1]);
mux4x2 g53(Fand[2], For[2], Fxor[2], Fnot[2], s3, s2, logic_out[2]);
mux4x2 g54(Fand[3], For[3], Fxor[3], Fnot[3], s3, s2, logic_out[3]);
mux4x2 g55(Fand[4], For[4], Fxor[4], Fnot[4], s3, s2, logic_out[4]);
mux4x2 g56(Fand[5], For[5], Fxor[5], Fnot[5], s3, s2, logic_out[5]);
mux4x2 g57(Fand[6], For[6], Fxor[6], Fnot[6], s3, s2, logic_out[6]);
mux4x2 g58(Fand[7], For[7], Fxor[7], Fnot[7], s3, s2, logic_out[7]);
endmodule
module shift_reg(
input wire [7:0] A,
input wire s3,s2,
output wire [7:0] reg_out
);
 wire [7:0] Sl;
 wire [7:0] Sr;
 wire [7:0] Rl;
 wire [7:0] Rr;
ShiftL g1 (A,Sl);
ShiftR g2 (A,Sr);
RotateL g3 (A,Rl);
RotateR g4 (A,Rr);
mux4x2 g51(Rr[0], Sr[0], Rl[0], Sl[0], s3, s2, reg_out[0]);
mux4x2 g52(Rr[1], Sr[1], Rl[1], Sl[1], s3, s2, reg_out[1]);
mux4x2 g53(Rr[2], Sr[2], Rl[2], Sl[2],s3, s2, reg_out[2]);
mux4x2 g54(Rr[3], Sr[3], Rl[3], Sl[3], s3, s2, reg_out[3]);
mux4x2 g55(Rr[4], Sr[4], Rl[4], Sl[4], s3, s2, reg_out[4]);
mux4x2 g56(Rr[5], Sr[5], Rl[5], Sl[5], s3, s2, reg_out[5]);
mux4x2 g57(Rr[6], Sr[6], Rl[6], Sl[6], s3, s2, reg_out[6]);
mux4x2 g58(Rr[7], Sr[7], Rl[7], Sl[7], s3, s2, reg_out[7]);
endmodule
module ShiftL(a,f);
input wire [7:0] a;
output wire [7:0] f;
assign f[7] = a[6];
assign f[6] = a[5];
assign f[5] = a[4];
assign f[4] = a[3];
assign f[3] = a[2];
assign f[2] = a[1];
assign f[1] = a[0];
assign f[0] = 0;
endmodule
module ShiftR(a,f);
input wire [7:0] a;
output wire [7:0] f;
assign f[7] = 0;
assign f[6] = a[7];
assign f[5] = a[6];
assign f[4] = a[5];
assign f[3] = a[4];
assign f[2] = a[3];
assign f[1] = a[2];
assign f[0] = a[1];
endmodule
module RotateL(a,f);
input wire [7:0] a;
output wire [7:0] f;
assign f[7] = a[6];
assign f[6] = a[5];
assign f[5] = a[4];
assign f[4] = a[3];
assign f[3] = a[2];
assign f[2] = a[1];
assign f[1] = a[0];
assign f[0] = a[7];
endmodule
module RotateR(a,f);
input wire [7:0] a;
output wire [7:0] f;
assign f[7] = a[0];
assign f[6] = a[7];
assign f[5] = a[6];
assign f[4] = a[5];
assign f[3] = a[4];
assign f[2] = a[3];
assign f[1] = a[2];
assign f[0] = a[1];
endmodule

==> reports/qor.csv <==
metric;value;unit
Top Family by Delay on Critical Path;adder cells;
Log Warnings;38;
Cell Pwr Density;249.5;nW/um2
total die size;9604;um2
placed cell count;248;
most used cell, CP;fa_2;
count of different cell masters after synthesis;24;
worst-path fanout max;3;
CORE AREA;5921;um2
Tmin final;3.624;ns
registers with the most flip-flops;alu_out: 8 flops;
global-route wire length before repair;5237;um
yosys stat area;1267;um2
Worst Path Arrival;3.70;ns
RSZ-0062 raised after global routing;yes;
Avg Cell Area, Syn;8.926;um2
worst slew pin tran;0.6751;ns
initial antenna violation count;0;
Die W;98;um
max-slew violations;0;
part of the Yosys area used for sequential elements;12.64;%
crit path DRT;3.48;ns
share of cells above drive strength 1;20.90;%
pre-CTS WS;-0.9676;ns
total gr overflow;0;
largest net degree at the start of global routing;43;
final setup fails;2;
Placed Area;1693;um2
I/O pin cnt;29;
most frequent logic cell in the layout;clkdlybuf4s50_1;
Largest Register;alu_out;
die height;98;um
status;finished with violations;
DRC viols;0;
floorplan core density;21.41;%
CTS Buffer Depth;2;
Mapped Cells;142;
relative slew slack;54.90;%
post-synthesis cell type with the largest combined area;fa_1;
CP max stage delay;0.52;ns
gr usage total;6.414;%
CTS tree;built;
WL per Instance;12.09;um
Util after Layout;29.54;%
post-route ant nets;0;
CP Capture Type;flop;
WP buf/inv;2;
vias post-DR;1060;
Layout area overhead;38.01;%
Fill cells;608;
I/O Buffers;28;
number of flip-flops in the largest register;8;
final WL;3046;um
1st-pass router iterations;4;
Cell Count, Final, Fillers Out;252;
Post-DP HPWL;2530;um
post-route setup slack;-0.2244;ns
Placer Congestion;0.8320;
ys flops;8;
CP Launch Type;input pin;
yosys warns;1;
row count;28;
Yosys Instances;142;
Peak Freq;275.9;MHz
Main area contributors;fa_1 (22%), ha_1 (17%), dfxtp_1 (13%);
diodes inserted;0;
Num Clock Sinks;8;
post-synth top area share;22.11;%
CTS buffer count;3;
most frequent cells in the layout;clkdlybuf4s50_1 (23), inv_1 (19), a21oi_1 (17), ha_1 (17), buf_4 (14);
failing checks;setup timing;
Static Leak;0.7955;nW
H-tree depth;1;
Max-Cap Viols;0;
crit path cell chain;buf_8, inv_6, fa_2, fa_2, fa_2, fa_2, fa_2, fa_2, fa_2, a21oi_1, o22ai_1, a21oi_1;
Design Power;0.4365;mW
Worst Hold Class;in2reg;
Worst VDD drop;0.00008528;V
Reg clk slew, reported paths;0.04;ns
Initial DRC Count;54;
cell area after synthesis;1267;um2
root buffer cell;clkbuf_8;
vias in the first global route;1146;
Final Hold Vio Count;0;
WS Path Type;in2reg;
CP max stage cell;fa_2;
vias per inst;4.206;
Final period util;106.6;%
post-route cell area;1749;um2
==> synthesized netlist by cell type <==
cell and number:
o22ai_1 7, buf_6 3, buf_1 1, a211oi_1 1, a21o_1 2, buf_2 3, nor2b_1 1, nor2_1 11
clkbuf_1 1, o21ai_0 7, a21oi_1 17, mux4_2 2, inv_1 22, ha_1 17, buf_4 1, xnor2_1 1
a221o_1 1, fa_1 14, dfxtp_1 8, nand3b_1 1, nand2_1 7, o21ai_1 1, mux2_2 1, mux2i_1 12
==> worst paths after layout <==
kind                  from  depth (start not counted)  slack, ns    endpoint
worst min-delay path  B[0]                          4       0.92  alu_out[0]
worst max-delay path  A[0]                         12      -0.22  alu_out[6]
==> repair_timing <==
item / in CTS / in global routing
setup endpoints to repair: 4 / 2
setup buffers: 1 / 0
hold endpoints to repair: 0 / 0
resized: 18 / 1
hold buffers: 0 / 0
==> logic make-up after synthesis <==
| kind of cell | Yosys count | share of synthesized area, % |
|---|---|---|
| buffers and inverters | 31 | 11.55 |
| multiplexers | 15 | 13.92 |
| flip-flops | 8 | 12.64 |
| AND/OR/NAND/NOR | 20 | 6.418 |
| XOR/XNOR | 1 | 0.6911 |
| adder cells (fa/ha/maj) | 31 | 38.89 |
| AND-OR/OR-AND | 36 | 15.89 |
==> per-layer routing <==
| metal | routed length, um | global-route usage [%] | share of wire, % |
|---|---|---|---|
| met1 | 1344 | 8.093 | 44 |
| met5 | 0 | 0 | 0 |
| met2 | 1493 | 10.86 | 49 |
| met4 | 42 | 1.119 | 1.4 |
| met3 | 166 | 1.707 | 5.4 |
==> power breakdown <==
group,switching [mW],internal (mW)
clock network,0.0388,0.0769
registers,0.00408,0.110
logic,0.0927,0.114
==> final cells by class <==
cell class	instances	area (um2)	share of cell area, %
Timing Repair Buffer	41	372.9	21.32
Multi-Input combinational cell	103	991.0	56.65
Clock buffer	3	41.29	2.361
Sequential cell	8	160.2	9.156
Tap cell	75	93.84	5.365
Inverter	22	90.09	5.150
==> per-stage QoR <==
stage          hold WS [ns]  TNS, ns
2_1_floorplan        0.9385  -0.7066
3_3_place_gp          1.308   -2.705
3_5_place_dp          1.296   -2.892
4_1_cts              0.9214  -0.4040
5_1_grt              0.9528  -0.5594
6_report             0.9232  -0.4150
Power is estimated from default activity; no workload was simulated.
